$ cat /design/flow/config.mk
export PLATFORM = sky130hd
export DESIGN_NAME = PISO
export DESIGN_NICKNAME = PISO
export VERILOG_FILES = /design/flow/design.v
export SDC_FILE = /design/flow/constraint.sdc
export NUM_CORES = 4
export LEC_CHECK = 1
export CORE_AREA = 10 10 70 70
export DIE_AREA = 0 0 80 80
$ cat /design/flow/run.sh
#!/bin/bash
# OpenROAD 26Q1-2900-gdf79404cd8, Yosys 0.63+post, stock flow scripts
make -C /OpenROAD-flow-scripts/flow DESIGN_CONFIG=/design/flow/config.mk WORK_HOME=/design/flow/orfs finish
$ cat /design/flow/constraint.sdc
current_design PISO

set clk_period 1.0
set clk_io_pct 0.2

create_clock -name clk0 -period $clk_period [get_ports {clk}]

set non_clock_inputs [all_inputs -no_clocks]
set_input_delay [expr $clk_period * $clk_io_pct] -clock clk0 $non_clock_inputs
set_output_delay [expr $clk_period * $clk_io_pct] -clock clk0 [all_outputs]
$ cat /design/flow/design.v
module PISO(input [3:0]d,input clk,load, output reg q);
reg [3:0] a;
initial q=0;
always@(posedge clk)
begin
	 if(load) begin
	 a=d; end
	 else begin
	 q = a[0];
	    a = {1'b0,a[3:1]};
	    end
	end
endmodule
==> metrics.cfg <==
[layout]
layout.cells.non_filler = 66
utilization_pct = 8.68
nFillCells = 406
drive_gt1_share_pct = 40.0
combGateArea_sq_um = 41.3
regArea_sq_um = 110
area_growth_pct = 91.1

[pwr]
power.internal_mw = 0.404
p_clk_share_pct = 46.7
p_per_area_nw_per_um2 = 1670
peakVddDrop_uv = 335
p_switching_mw = 0.0926
combPwrFrac_pct = 7.6
p_leak_nw = 0.112
p_seq_share_pct = 45.8
power_mw = 0.496
swShare_pct = 18.6

[floorplan]
dieArea_sq_um = 6400
die_h_microns = 80
fp_util_pct = 4.54
rows = 21
core_sq_um = 3420
ios = 7
fp.dieW_microns = 80

[cts]
ctsLongestPathBuffers = 2
clk_latency_ns = 0.24
cts-root-buf = clkbuf_4
clock_sinks = 5
clk_pin_slew_ns = 0.04
cts_max_level = 1
cts_tree = yes
postCtsHoldBufs = 0
cts_buffers = 3

[yosys]
flop_cell = dfxtp_1
most_common_cell = dfxtp_1
synthXorXnorAreaFrac_pct = 0
synthMuxAreaShare_pct = 21.8
ys_area_sq_um = 155
synth_area_leader_cell = dfxtp_1
ys_sh_simple_pct = 4.84
netlist.area_leader.share_pct = 51.6
yosys.stat.seqShare_pct = 71.0
synthArstFlopShare_pct = 0
synth.area.top_cells = dfxtp_1 (52%), mux2_2 (22%), edfxtp_1 (19%)
netlist_instances = 10
yosysUniqueCellTypes = 5
numSynthFlops = 5
synthTopLogicFamily = multiplexers
common_cells = dfxtp_1 (4), mux2_2 (3), and2_2 (1), edfxtp_1 (1), inv_1 (1)
adder_share_pct = 0
synth_warnings = 1
syn-cell-area_sq_um = 155
synth.avg_cell_area_sq_um = 15.5
ys_cells = 10
synth-edff-count = 1
compound_area_share_pct = 0

[route]
antennaDiodeCount = 0
dr.pass1.iters = 2
viasPerCell = 1.58
num_vias = 104
wl_per_cell_microns = 5.45
postRouteAntennaNets = 0
drtIter0Drc = 2
drc_errors = 0
wirelength_microns = 360

[global_route]
grt_pass1_vias = 106
antenna_found_initial = 0
grt_first_pass_wirelength_microns = 552
grt_overflow = 0
grt_max_degree = 6
grt_usage_pct = 1.30

[setup_path]
regToRegSetupSlack_ns = 0.35
cpPeakStageDelay_ns = 0.36
cp-end-kind = output port
path_delay_family = flip-flops
cp_slowest_cell = edfxtp_1
worstPathMaxFanout = 1
cp.arrival_ns = 0.72
startpoint_type = register
critical_path_required_ns = 0.80
cp_num_buf_inv = 1
path_class = register to output port
crit_chain = buf_2

[final_timing]
timing.fmax_mhz = 1080
period_minus_slack_ns = 0.922
finalCritPeriodShare_pct = 92.2
worst_slew_pin_slew_ns = 0.201
skew_ns = 0.00407
setup_tns_ns = 0
finalMaxSlewViolations = 0
fin_hold_ws_ns = 0.330
setup_violations = 0
rsz0062_at_grt = false
slew_headroom_pct = 86.6
hold_violations = 0

[placed_design]
dp_cells = 62
port_buffers = 6
gp_congestion = 0.668

[job]
tool_warnings = 25
cap_viol_max_count = 0

[status]
run_status = finished, final reports clean

[min_path]
hold_path.class = input pin to register

kinds of logic after synthesis:
logic type,Yosys count
AND/OR/NAND/NOR,1
flip-flops,5
buffers and inverters,1
multiplexers,3
repair_timing:
action,4_1_cts,5_1_grt
gates resized,3,1
setup buffers,0,0
setup endpoints to repair,1,3
state kept, by name, indices dropped and copies added (netlist names):
register and cells:
a 4, q 1
final timing paths:
path,start,to,cells after the start
worst max-delay path,q,q,1
worst min-delay path,load,q,2
worst max register to register,a[1],a[0],1
worst min register to register,a[0],q,0
layer usage:
metal	track usage [%]	part of all wire, %	vias up
met5	0	0	-
met4	0.528	0.83	0
met3	2.39	29	2
met2	1.12	33	8
met1	1.20	37	41
li1	-	-	53
power groups by stage:
stage / Combinational (mW) / Sequential [mW] / Clock, mW
4_1_cts: 0.0390 / 0.227 / 0.243
5_1_grt: 0.0411 / 0.228 / 0.268
6_report: 0.0376 / 0.227 / 0.232
metrics by stage:
step	setup slack (ns)	area, sq um
2_1_floorplan	0.370	155
3_3_place_gp	-0.227	273
3_5_place_dp	-0.256	273
4_1_cts	0.00394	294
5_1_grt	0.0398	297
6_report	0.0775	297
layout by cell type, fill, tap and decap left out, drive strengths merged:
cell           count
edfxtp             1
dfxtp              4
mux2               3
dlymetal6s2s       1
and2               1
clkdlybuf4s50      4
inv                1
buf                1
clkbuf             4
layout make-up:
cell class	count	share of cell area (%)
Multi-Input combinational cell	4	13.9
Timing Repair Buffer	6	19.4
Tap cell	46	19.4
Sequential cell	5	37.1
Inverter	1	1.27
Clock buffer	4	8.86
Power and IR drop assume default switching activity.
